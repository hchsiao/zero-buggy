--- run.sh ---
#!/bin/bash
# OpenROAD 26Q1-2900-gdf79404cd8, Yosys 0.63+post, stock flow scripts
make -C /OpenROAD-flow-scripts/flow DESIGN_CONFIG=/design/flow/config.mk WORK_HOME=/design/flow/orfs finish
--- config.mk ---
export PLATFORM = sky130hd
export DESIGN_NAME = debug_transfer_module
export DESIGN_NICKNAME = debug_transfer_module
export VERILOG_FILES = /design/flow/design.v
export SDC_FILE = /design/flow/constraint.sdc
export NUM_CORES = 4
export LEC_CHECK = 1
export CORE_AREA = 10 10 137 137
export DIE_AREA = 0 0 147 147
--- constraint.sdc ---
current_design debug_transfer_module

set clk_period 3.6
set clk_io_pct 0.2

create_clock -name clk0 -period $clk_period [get_ports {clk}]

set non_clock_inputs [all_inputs -no_clocks]
set_input_delay [expr $clk_period * $clk_io_pct] -clock clk0 $non_clock_inputs
set_output_delay [expr $clk_period * $clk_io_pct] -clock clk0 [all_outputs]
--- design.v ---
typedef struct packed {
  logic [13:0] _z1;
  logic        dmihardreset;
  logic        dmireset;
  logic [ 0:0] _z2;
  logic [ 2:0] idle;
  logic [ 1:0] dmistat;
  logic [ 5:0] abits;
  logic [ 3:0] version;
} DTMCS;
typedef struct packed {
  logic [15-1:0] address;
  logic [31:0]       data;
  logic [ 1:0]       op;
} DMI;
typedef enum logic[15-1:0] {
  data0 = 'h04,
  data1,
  data2,
  data3,
  data4,
  data5,
  data6,
  data7,
  data8,
  data9,
  data10,
  data11,
  dmcontrol = 'h10,
  dmstatus,
  hartinfo,
  haltsum,
  hawindowsel,
  hawindow,
  abstractcs,
  command,
  abstractauto,
  progbuf0 = 'h20,
  progbuf1,
  progbuf2,
  progbuf3,
  progbuf4,
  progbuf5,
  progbuf6,
  progbuf7,
  progbuf8,
  progbuf9,
  progbuf10,
  progbuf11,
  progbuf12,
  progbuf13,
  progbuf14,
  progbuf15
} DMI_MMAP;
interface DMIPort;
  logic          valid;
  logic          ready;
  logic          write_en;
  DMI_MMAP       addr;
  logic [31:0]   rdata;
  logic [31:0]   wdata;
  modport Master (
    output valid,
    input  ready,
    output write_en,
    output addr,
    input  rdata,
    output wdata
  );
  modport Slave (
    input  valid,
    output ready,
    input  write_en,
    input  addr,
    output rdata,
    input  wdata
  );
endinterface
module debug_transfer_module #(
  parameter	ABITS      = 15,
  parameter	DTMCS_LEN  = 32,
  parameter	DMI_LEN    = (34 + 15)
)(
  input  logic dtmcs_valid_i,
  input  DTMCS dtmcs_i,
  output DTMCS dtmcs_o,
  input  logic dmi_valid_i,
  input  DMI   dmi_i,
  output DMI   dmi_o,
  DMIPort.Master dm,
  input logic clk,
  input logic rst,
  input logic test_mode
);
logic during_transaction_reg;
logic write_reg;
logic [ABITS-1:0] addr_reg;
logic [31:0] wdata_reg;
logic [31:0] rdata_reg;
wire [5:0] abits = ABITS;
assign dtmcs_o = {17'd0, 3'd0, 2'd0, abits, 4'd1};
assign dmi_o = {addr_reg, rdata_reg, 2'b0};
assign dm.valid = during_transaction_reg && !dm.ready;
assign dm.write_en = write_reg;
assign dm.addr = DMI_MMAP'(addr_reg);
assign dm.wdata = wdata_reg;
always @ (posedge clk) begin
  if(rst) begin
    during_transaction_reg <= 0;
    addr_reg <= 0;
    wdata_reg <= 0;
    rdata_reg <= 0;
    write_reg <= 0;
  end
  else begin
    if(during_transaction_reg) begin
      if(dm.ready) begin
        during_transaction_reg <= 0;
        rdata_reg <= dm.rdata;
      end
    end
    else if(dmi_valid_i) begin
      during_transaction_reg <= (1 == dmi_i.op) || (2 == dmi_i.op);
      write_reg <= (2 == dmi_i.op);
      addr_reg <= dmi_i.address;
      wdata_reg <= dmi_i.data;
    end
  end
end
endmodule
==> impl_results.rst <==
Physical design figures
=======================

.. list-table::
   :header-rows: 1

   * - Metric
     - Value
   * - Status
     - completed
   * - Ranking of synthesized cells by instance count
     - 68 x sky130_fd_sc_hd__buf_4, 16 x sky130_fd_sc_hd__dfxtp_1, 15 x sky130_fd_sc_hd__nand2b_1, 15 x sky130_fd_sc_hd__nand4bb_1, 10 x sky130_fd_sc_hd__o21ai_2
   * - Worst-case headroom to the max-slew limit
     - 59.63%
   * - Per-cell routed wire length
     - 10.21 um
   * - Number of warning messages in the logs
     - 91
   * - Die Height
     - 147 um
   * - Via count of the routed design
     - 800
   * - Areal power density over the cells
     - 324.3 nW/um^2
   * - Core area
     - 15,830 um^2
   * - Worst endpoint required time
     - 3730 ps
   * - Critical Setup Path Class
     - in -> reg
   * - Count of final hold-check violations
     - 0
   * - Startpoint types
     - primary input
   * - Core Density at Floorplan
     - 8.000%
   * - DR pass1 iterations
     - 3
   * - Hold crit path type
     - reg -> reg
   * - Area Growth Syn to Fin
     - 33.00%
   * - Met1 wire length
     - 1.774 mm
   * - Port Buf Inserts
     - 34
   * - Total met3 wirelength after detailed routing
     - 151 um
   * - Total Wirelength
     - 3.940 mm
   * - Highest metal layer used by the detailed router
     - met4
   * - Count of hold buffers inserted by post-cts repair
     - 0
   * - Master cell of the clock root buffer
     - sky130_fd_sc_hd__clkbuf_16
   * - VDD IR-drop max
     - 0.1112 mV
   * - Reg clk slew, reported paths
     - 60 ps
   * - Count of warnings emitted by yosys
     - 15
   * - Setup TNS
     - 0 ps
   * - Std cell rows
     - 46
   * - Maximum achievable frequency
     - 539.9 MHz
   * - CTS tree
     - done
   * - Clock Skew
     - 2.690 ps
   * - Yosys top cell by instances
     - sky130_fd_sc_hd__buf_4
   * - Longest Clk Path Bufs
     - 2
   * - Number of maximum-capacitance violations
     - 0
   * - Slew at the pin closest to its max-slew limit
     - 604.7 ps
   * - Die outline width
     - 147 um
   * - Maximum number of pins on one net before global-route repair
     - 32
   * - Number of antenna violations at the first check in global routing
     - 0
   * - Overflow left after global routing
     - 0
   * - Summed instance area of the synthesized netlist
     - 1266 um^2
   * - Post-CTS Setup Inserts
     - 0
   * - H-Tree Depth
     - 1
   * - Number of instances in the synthesized netlist
     - 139
   * - DRC violation count after routing
     - 0
   * - Number of clock buffers inserted by TritonCTS
     - 3
   * - Detailed placement HPWL
     - 2.974 mm
   * - CTS resizes
     - 0
   * - Antenna violation net count after detailed routing
     - 0
   * - Top area cells in the synthesized netlist
     - sky130_fd_sc_hd__buf_4 40%, sky130_fd_sc_hd__dfxtp_1 25%, sky130_fd_sc_hd__nand4bb_1 13%
   * - Distinct cell type count of the synthesized netlist
     - 13
   * - Routability congestion estimate from global placement
     - 0.6653
   * - Source-to-sink clock delay at the later pin of the worst-skew pair
     - 260 ps
   * - Crit path DAT
     - 1980 ps
   * - Share of flip-flops with an asynchronous set or reset after synthesis
     - 0%
   * - RSZ-0062 raised after global routing
     - false
   * - Kind of capture point of the worst setup path
     - register
   * - Top_reg_cell synth
     - sky130_fd_sc_hd__dfxtp_1
   * - CP max FO
     - 17
   * - Final tally of max-slew violations
     - 0
   * - IO Count
     - 167
   * - Area enclosed by the die boundary
     - 21,610 um^2
   * - TritonCTS sink count
     - 16
   * - Area leader share
     - 40.32%
   * - Average size of a mapped cell
     - 9.109 um^2
   * - Number of violations reported at the end of detailed-routing iteration 0
     - 18
   * - Global-route wire length before repair
     - 5.706 mm
   * - Library cell with the largest summed area after synthesis
     - sky130_fd_sc_hd__buf_4
   * - Final setup fails
     - 0
   * - Total of flip-flops plus latches after synthesis
     - 16
   * - Max reg flops
     - 15
   * - P_leak
     - 0.0006237 uW
   * - Sequential cell area fraction in the yosys report
     - 25.30%
   * - EDFF count, synth
     - 0
   * - Vias per std cell
     - 2.073
   * - Count of instantiated cells in the yosys netlist
     - 139
   * - Met2 wire length
     - 1.916 mm
   * - Vias in the first global route
     - 1,001
   * - Total routing usage reported by global routing
     - 3.421%
   * - Sum of internal, switching and leakage power
     - 546.2 uW
   * - Antenna diodes
     - 0
   * - Synthesized chip area reported by yosys
     - 1266 um^2
   * - Post-route fraction of the period consumed by the critical path
     - 51.45%
   * - Fraction of final layout cells sized beyond drive strength 1
     - 10.00%
   * - Min Tclk post-route
     - 1852 ps
## final cells by class
cell class	instances	area (um^2)
clock buffer	4	88.84
fill	1836	14140
tap	216	270.3
timing repair buffer	36	355.3
sequential	16	320.3
multi-input combinational	114	649.4
## logic make-up after synthesis
group | Yosys count | share of synthesized area [%]
AOI/OAI and AO/OA | 15 | 8.893
buffers and inverters | 73 | 42.39
DFF | 16 | 25.30
and+or+nand+nor | 32 | 22.13
xor gates and xnor gates | 1 | 0.6918
other | 2 | 0.5931
## placed cells by master (no fill, tap or decap), drive strengths merged
cell type      instances
o21ai                 15
nand4bb               15
nand2b                15
xnor2                  1
conb                  66
nor3b                  1
and2b                  1
clkdlybuf4s50         34
buf                    2
dfxtp                 16
clkbuf                 4
## worst paths after layout
check | start | end | slack (ps) | cells past startpoint
worst max register to register | during_transaction_reg$_SDFF_PP0_ | addr_reg[9]$_SDFFE_PP0P_ | 2240 | 2
worst min register to register | addr_reg[14]$_SDFFE_PP0P_ | addr_reg[14]$_SDFFE_PP0P_ | 460 | 2
worst max-delay path | dmi_valid_i | addr_reg[9]$_SDFFE_PP0P_ | 1750 | 4
worst min-delay path | addr_reg[14]$_SDFFE_PP0P_ | addr_reg[14]$_SDFFE_PP0P_ | 460 | 2
## power by group
| part | switching [uW] | leakage, uW | internal (uW) |
|---|---|---|---|
| clock network | 94.1 | 0.0000442 | 170 |
| logic | 32.1 | 0.000448 | 53.6 |
| registers | 7.90 | 0.000132 | 189 |
## through the flow
stage / setup slack, ps / hold WS (ps) / cell area [um^2] / utilization [%] / cells
after global routing: 1598 / 500.8 / 1684 / 10.64 / 386
final: 1748 / 462.0 / 1684 / 10.64 / 386
after floorplan: 2378 / 427.8 / 1506 / - / 203
after CTS: 1700 / 469.3 / 1684 / 10.64 / 386
after global placement: 1429 / 456.0 / 1595 / 10.08 / 382
after detailed placement: 1415 / 456.3 / 1595 / 10.08 / 382
## routing by layer
metal / vias to the layer above / track usage (%)
met5: - / 0
met4: 0 / 0.7433
met3: 6 / 0.5303
met2: 53 / 5.978
met1: 355 / 4.340
li1: 386 / -
## critical path, cell delays in order
cell and delay (ps):
sky130_fd_sc_hd__clkdlybuf4s50_1 450, sky130_fd_sc_hd__buf_4 240, sky130_fd_sc_hd__and2b_4 410, sky130_fd_sc_hd__o21ai_0 150
No activity file was given, so power comes from the tool's default toggle rates.
